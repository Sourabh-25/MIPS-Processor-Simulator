### /design/flow/design.v
module instructionFetch(clk,
                        PC,
                        instruction,
                        PCbranchD,
                        PCSrcD,
                        hazardDetected);
    input clk;
    output [31:0] PC;
    output [31:0] instruction;
    reg [31:0] PCReg = 32'd0,newPCreg = 32'd0;
    input hazardDetected,PCSrcD;
    input [31:0] PCbranchD;
    assign PC = newPCreg;
    always @(posedge clk) begin
        case (hazardDetected)
            1'b1:begin
                PCReg = PC-32'b00000000000000000000000000000100;
            end
            1'b0:begin
                case(PCSrcD)      
                    1'b0: PCReg <= PC+32'b00000000000000000000000000000100;
                    1'b1: PCReg <= PCbranchD;
                endcase
                #48 newPCreg = PCReg;
            end
        endcase
    end
endmodule
### /design/flow/run.sh
#!/bin/bash
# OpenROAD 26Q1-2900-gdf79404cd8, Yosys 0.63+post, stock flow scripts
make -C /OpenROAD-flow-scripts/flow DESIGN_CONFIG=/design/flow/config.mk WORK_HOME=/design/flow/orfs finish
### /design/flow/config.mk
export PLATFORM = sky130hd
export DESIGN_NAME = instructionFetch
export DESIGN_NICKNAME = instructionFetch
export VERILOG_FILES = /design/flow/design.v
export SDC_FILE = /design/flow/constraint.sdc
export NUM_CORES = 4
export LEC_CHECK = 1
export CORE_UTILIZATION = 50
### /design/flow/constraint.sdc
current_design instructionFetch

set clk_period 6.3
set clk_io_pct 0.2

create_clock -name clk0 -period $clk_period [get_ports {clk}]

set non_clock_inputs [all_inputs -no_clocks]
set_input_delay [expr $clk_period * $clk_io_pct] -clock clk0 $non_clock_inputs
set_output_delay [expr $clk_period * $clk_io_pct] -clock clk0 [all_outputs]
==> deck_impl_summary.md <==
Synthesis and Place & Route Summary

Layout
  • Fin area: 4520 um2
  • Area growth from synthesis to layout: 20.5%
  • Layout cell share with drive strength beyond 1: 7.94%
  • Filler Cells Inserted: 583

Clock tree
  • TritonCTS Buffers: 9
  • Late-Pin Clk Latency: 0.34 ns
  • Number of hold buffers added after CTS: 0
  • Clock-pin slew on the worst setup and hold paths: 0.07 ns
  • Post-cts sizing count: 0
  • CTS tree: built
  • Library cell used as clock root buffer: sky130_fd_sc_hd__clkbuf_8
  • Count of H-tree levels built during CTS: 3
  • Buffers inserted by post-CTS timing repair: 0
  • Num Clock Sinks: 64
  • Clk buf depth: 2

Floorplanning
  • Die ar.: 7850 um2
  • Cell Rows: 31
  • Horizontal extent of the die: 88.6 um
  • Vertical die size: 88.6 um
  • Core area: 7250 um2
  • Number of top-level design ports: 99
  • Share of the core filled by cells before placement: 51.7%

Placement
  • Input/output buffers: 66
  • Placer Congestion: 0.840
  • Final HPWL from detailed placement: 5.84 mm
  • Placed instance area: 4270 um2

Power
  • Static power due to leakage: 1.60 nW
  • Worst vdd rail ir drop: 0.117 mV
  • Pwr dens: 244 nW/um2

Setup path
  • Slowest library cell on the worst path: sky130_fd_sc_hd__clkdlybuf4s50_1
  • CP required: 6.56 ns
  • Number of cells on the critical path: 4
  • Cell count of the worst reg-to-reg path: 7
  • Worst Path Max Fanout: 21
  • R2R Setup Slk: 3.47 ns
  • Cells along the critical path: clkdlybuf4s50_1, or2_2, or4_1, o2111ai_1
  • Category of the critical setup timing path: in2reg
  • Maximum cell stage delay along the critical path: 0.86 ns
  • Element type at the critical path end: flop
  • Largest delay contributor family on the critical path: simple AND/OR/NAND/NOR gates
  • Number of buffers and inverters on the critical path: 1
  • Startpoint type of the worst setup path: input pin
  • Crit path arrival time: 3.47 ns

Final timing
  • Max-slew headroom: 43.5%
  • Final hold violations: 0
  • Worst Skew: 0.0131 ns
  • Setup repair after global routing missed its margin: no
  • Pin slew with the least headroom to its limit: 0.836 ns
  • Maximum clock frequency: 0.312 GHz
  • Final Max Tran Viols: 0
  • Final count of negative-setup-slack endpoints: 0
  • Setup_tns: 0 ns
  • Tmin final: 3.21 ns
  • Final Cycle Share: 50.9%

Routing
  • Total iterations of the first detailed-routing run: 5
  • Post-route antenna net violation count: 0
  • Final wirelength: 8.80 mm
  • Vias per cell: 5.58
  • DRC violations left: 0
  • Antenna diode count: 0
  • Overall via count from detail_route: 3011
  • Violation tally from detailed-route iteration zero: 186
  • Routed wirelength normalized by instance count: 16.3 um

Synth
  • Sequential element share of the synthesized area: 42.7%
  • Cell area after synthesis: 3750 um2
  • Flip-flop cell with the highest count after synthesis: sky130_fd_sc_hd__edfxtp_1
  • Most frequently used cell type in the post-synthesis netlist: sky130_fd_sc_hd__nand2_1
  • Flops & latches, synth: 64
  • Most frequent cells after synthesis: sky130_fd_sc_hd__nand2_1 (38), sky130_fd_sc_hd__buf_4 (32), sky130_fd_sc_hd__dfxtp_1 (32), sky130_fd_sc_hd__edfxtp_1 (32), sky130_fd_sc_hd__xnor2_1 (20)
  • Post-synth top area cell: sky130_fd_sc_hd__edfxtp_1
  • Ys async rst share: 0%
  • Library cells used by synthesis: 60
  • Yosys stat cell total: 392
  • Chip Area, Yosys: 3750 um2
  • Syn Area/Cell: 9.57 um2
  • Share of the synthesized area in the top cell type: 25.6%
  • Count of flip-flops with a built-in enable after synthesis: 32
  • Yosys warning total: 33
  • Instance count of the mapped netlist: 392
  • Top post-synthesis cells by area: sky130_fd_sc_hd__edfxtp_1 (26%), sky130_fd_sc_hd__dfxtp_1 (17%), sky130_fd_sc_hd__buf_4 (6.4%), sky130_fd_sc_hd__xnor2_1 (4.7%), sky130_fd_sc_hd__nand2_1 (3.8%)

Min path
  • Class of the tightest hold or removal check: reg2reg
  • Cell count of the worst hold path: 0

GRT
  • Initial antenna violation count: 0
  • Maximum number of pins on one net before global-route repair: 43
  • Remaining Overflow, GRT: 0
  • Global-route wire length before repair: 13.9 mm
  • Vias in the first global route: 2721
  • Tot GR Track Use: 24.2%

Run
  • Tool Warnings: 27
  • Number of violations of the max-capacitance limit: 0

Run status
  • Status: completed
-- power by group --
| group | switching [W] | total (W) | internal (W) |
|---|---|---|---|
| registers | 0.0000464 | 0.000531 | 0.000484 |
| clock network | 0.000155 | 0.000429 | 0.000274 |
| logic | 0.0000567 | 0.000141 | 0.0000847 |
| total | 0.000258 | 0.00110 | 0.000843 |
-- sequential cells by signal, summed over array words and instances, names as in the netlist --
register / flops
newPCreg: 32
PCReg: 32
-- stage by stage --
stage                     setup slack [ns]  power (W)  hold WS, ns  util [%]  cells
after CTS                             3.08    0.00111        0.402      62.3    540
after floorplan                       3.76   0.000617        0.386         -    423
after detailed placement              2.78   0.000680        0.389      58.9    524
after global routing                  2.95    0.00115        0.409      62.3    540
after global placement                2.82   0.000679        0.385      58.9    524
final                                 3.09    0.00110        0.403      62.3    540
-- per-layer routing --
| metal | global-route usage [%] | wire, um | vias to the layer above |
|---|---|---|---|
| met4 | 3.81 | 97 | 0 |
| met1 | 40.0 | 4250 | 1384 |
| met5 | 0 | 0 | - |
| met2 | 33.9 | 3760 | 138 |
| met3 | 6.05 | 677 | 10 |
| li1 | - | - | 1479 |
-- placed cells by master (no fill, tap or decap), drive strengths merged, types with 3 or more instances in the layout --
cell	count
clkdlybuf4s50	66
nand2	38
dfxtp	32
conb	32
edfxtp	32
xnor2	20
nor2	13
nand4	13
a21oi	13
nor4	13
xor2	12
or3	12
o21ai	11
clkbuf	11
nor3	10
or4	10
inv	9
nand3	9
and3	6
o221a	6
a221o	5
o211ai	5
a211oi	4
o41ai	4
buf	4
or4b	3
mux2i	3
nand3b	3
o22ai	3
bufinv	3
-- cell type report --
cell class | instances | area, um2 | share of cell area, %
Timing Repair Buffer | 70 | 691 | 15.3
Clock inverter | 5 | 104 | 2.30
Multi-Input combinational cell | 282 | 1820 | 40.4
Sequential cell | 64 | 1600 | 35.4
Inverter | 9 | 33.8 | 0.748
Tap cell | 99 | 124 | 2.74
Clock buffer | 11 | 141 | 3.13
-- path summary, 6_finish.rpt --
kind / start / end
worst max-delay path: PCSrcD / PCReg[15]
worst max register to register: newPCreg[2] / PCReg[28]
worst min register to register: PCReg[20] / newPCreg[20]
worst min-delay path: PCReg[20] / newPCreg[20]
-- logic make-up (layout without fill, tap and decap cells) --
kind of cell | after synthesis | after routing | share of synthesized area, %
AOI/OAI and AO/OA | 71 | 71 | 14.0
muxes | 3 | 3 | 0.801
DFF | 64 | 64 | 42.7
xor gates and xnor gates | 32 | 32 | 7.47
buffers and inverters | 77 | 95 | 11.8
adders and majority gates | 2 | 2 | 0.667
and+or+nand+nor | 142 | 142 | 22.4
other | 1 | 32 | 0.100
Power is estimated from default activity; no workload was simulated.
