**./design.v**
```verilog
module instructionMem (rst, PC, instruction);
	input rst;
	input [31:0] PC;
	output [31:0] instruction;
	reg[7:0] instMem[511:0];
	initial begin
		instMem[0] <= 8'b00100100;
		instMem[1] <= 8'b00000001;
		instMem[2] <= 8'b00000000;
		instMem[3] <= 8'b00000101;
		instMem[4] <= 8'b00100100;
		instMem[5] <= 8'b00011111;
		instMem[6] <= 8'b00000000;
		instMem[7] <= 8'b00000000;
		instMem[8] <= 8'b00100100;
		instMem[9] <= 8'b00011110;
		instMem[10] <= 8'b00000000;
		instMem[11] <= 8'b00000000;
		instMem[12] <= 8'b00100100;
		instMem[13] <= 8'b00011101;
		instMem[14] <= 8'b00000000;
		instMem[15] <= 8'b00000000;
		instMem[16] <= 8'b00000000;
		instMem[17] <= 8'b00100001;
		instMem[18] <= 8'b00001000;
		instMem[19] <= 8'b00100000;
		instMem[20] <= 8'b00100100;
		instMem[21] <= 8'b00011111;
		instMem[22] <= 8'b00000000;
		instMem[23] <= 8'b00000000;
		instMem[24] <= 8'b00100100;
		instMem[25] <= 8'b00011110;
		instMem[26] <= 8'b00000000;
		instMem[27] <= 8'b00000000;
		instMem[28] <= 8'b00100100;
		instMem[29] <= 8'b00011101;
		instMem[30] <= 8'b00000000;
		instMem[31] <= 8'b00000000;
		instMem[32] <= 8'b00100100;
		instMem[33] <= 8'b01000010;
		instMem[34] <= 8'b00000000;
		instMem[35] <= 8'b00000010;
		instMem[36] <= 8'b00100100;
		instMem[37] <= 8'b00011111;
		instMem[38] <= 8'b00000000;
		instMem[39] <= 8'b00000000;
		instMem[40] <= 8'b00100100;
		instMem[41] <= 8'b00011110;
		instMem[42] <= 8'b00000000;
		instMem[43] <= 8'b00000000;
		instMem[44] <= 8'b00100100;
		instMem[45] <= 8'b00011101;
		instMem[46] <= 8'b00000000;
		instMem[47] <= 8'b00000000;
		instMem[48] <= 8'b00000000;
		instMem[49] <= 8'b00100010;
		instMem[50] <= 8'b00011000;
		instMem[51] <= 8'b00011000;
		instMem[52] <= 8'b00100100;
		instMem[53] <= 8'b00011111;
		instMem[54] <= 8'b00000000;
		instMem[55] <= 8'b00000000;
		instMem[56] <= 8'b00100100;
		instMem[57] <= 8'b00011110;
		instMem[58] <= 8'b00000000;
		instMem[59] <= 8'b00000000;
		instMem[60] <= 8'b00100100;
		instMem[61] <= 8'b00011101;
		instMem[62] <= 8'b00000000;
		instMem[63] <= 8'b00000000;
	end
	assign instruction = {instMem[PC], instMem[PC + 1], instMem[PC + 2], instMem[PC+ 3]};
endmodule
```
**./config.mk**
```make
export PLATFORM = sky130hd
export DESIGN_NAME = instructionMem
export DESIGN_NICKNAME = instructionMem
export VERILOG_FILES = /design/flow/design.v
export SDC_FILE = /design/flow/constraint.sdc
export NUM_CORES = 4
export LEC_CHECK = 1
export CORE_AREA = 10 10 90 90
export DIE_AREA = 0 0 100 100
```
**./run.sh**
```bash
#!/bin/bash
# OpenROAD 26Q1-2900-gdf79404cd8, Yosys 0.63+post, stock flow scripts
make -C /OpenROAD-flow-scripts/flow DESIGN_CONFIG=/design/flow/config.mk WORK_HOME=/design/flow/orfs finish
```
**./constraint.sdc**
```tcl
current_design instructionMem

set clk_period 3.3
set clk_io_pct 0.2

create_clock -name clk0 -period $clk_period

set non_clock_inputs [all_inputs -no_clocks]
set_input_delay [expr $clk_period * $clk_io_pct] -clock clk0 $non_clock_inputs
set_output_delay [expr $clk_period * $clk_io_pct] -clock clk0 [all_outputs]
```
==> run summary <==
flow finished, numbers: outcome complete, no violations, floorplan utilization 19.57%, yosys warning tally 1, Top cells by area sky130_fd_sc_hd__ha_1, sky130_fd_sc_hd__nand2_1, sky130_fd_sc_hd__xnor2_1, die width 100 um, Max Clock Freq 0.3114 GHz, DR WL/cell 13.75 um, remaining design rule violation count 0, cell count after synthesis 178, layout overhead on the synthesized area 87.68%, antenna violations before repair 0, HP Start PC[0], Layout Cells excl Fill 349, ports placed on the boundary 65, worst min-delay path category in -> out, number of OpenROAD warnings 66, worst path required time 2.64 ns, count of vias placed by the detailed router 1,652, fin. max-slew vios 0, element type at the critical path end output pin, number of global-route vias before repair 1,649, Unique masters post-synth 53, routed via count divided by cell count 4.734, global-route usage over all layers 9.276%, global-route congestion overflow total 0, # clk buffers 0, largest fanout on the critical path 7, Seq/Total Area, Yosys 0%, post-detailed-placement half-perimeter wirelength 3618 um, global-route wire length before repair 8031 um, top library cells by usage in the layout, fill and taps aside sky130_fd_sc_hd__buf_4, sky130_fd_sc_hd__clkdlybuf4s50_1, sky130_fd_sc_hd__nand2_1, Core Region 0.006277 mm^2, flop count 0, Arrival @ worst endpoint 2.55 ns, share of cells above drive strength 1 41.91%, number of violations of the max-capacitance limit 0, final core utilization 36.74%, chip area line of the yosys report 0.001229 mm^2, largest net degree at the start of global routing 16, CTS Hold Buffers Added 0, area of all sequential standard cells 0 um^2, area share, top type 9.165%, yosys cell count 178, most frequent standard cell in the layout excluding fill and tap cells sky130_fd_sc_hd__buf_4, classification of the worst setup path in -> out, mean instance size in the synthesized netlist 6.903 um^2, final antenna-violating net count 0, die span in y 100 um, FP Rows 29, count of endpoints failing hold in the final timing report 0, filler cell count in the final layout 641, Final GP Congestion 0.9136, total wirelength of the detailed-routed design 4799 um, Worst setup SP type input port, cell accounting for the most synthesized area sky130_fd_sc_hd__ha_1, first element of the critical path PC[3], shortest period the worst path allows 3.212 ns, Port Buffers 34, fin crit share 97.33%, chip footprint 0.01000 mm^2, number of cells in the design after placement 343, DRT iter0 DRCs 60, PwrDens 155.9 mW/mm^2, RSZ-0062 raised after global routing yes, Max rail drop VDD 0.06803 mV, Ant. Diodes 0, final number of setup-violating endpoints 0, leakage power total 0.001026 uW, DR pass1 iterations 4, mapped cell area 0.001229 mm^2
-- synth_stat cells, types with 2 or more instances --
library cell / n
sky130_fd_sc_hd__nor2_1: 11
sky130_fd_sc_hd__a22o_1: 3
sky130_fd_sc_hd__o32ai_1: 2
sky130_fd_sc_hd__o21ai_0: 5
sky130_fd_sc_hd__and2_1: 3
sky130_fd_sc_hd__nand2_1: 21
sky130_fd_sc_hd__o211ai_1: 2
sky130_fd_sc_hd__nand3_1: 5
sky130_fd_sc_hd__buf_1: 3
sky130_fd_sc_hd__o22ai_1: 5
sky130_fd_sc_hd__xor2_1: 4
sky130_fd_sc_hd__o221a_2: 3
sky130_fd_sc_hd__buf_2: 5
sky130_fd_sc_hd__mux2i_1: 7
sky130_fd_sc_hd__a21bo_2: 2
sky130_fd_sc_hd__buf_6: 2
sky130_fd_sc_hd__inv_1: 9
sky130_fd_sc_hd__a21oi_1: 9
sky130_fd_sc_hd__ha_1: 9
sky130_fd_sc_hd__buf_4: 7
sky130_fd_sc_hd__nand3b_1: 3
sky130_fd_sc_hd__xnor2_1: 9
sky130_fd_sc_hd__o31ai_1: 4
sky130_fd_sc_hd__nor2b_1: 2
sky130_fd_sc_hd__a41oi_1: 2
sky130_fd_sc_hd__a31oi_1: 5
sky130_fd_sc_hd__xnor2_2: 3
sky130_fd_sc_hd__nor3_1: 8
-- layout make-up --
class                           instances  area, um^2  share of cell area (%)
Timing Repair Buffer                  108       929.6                   40.31
Tap cell                               77       96.34                   4.178
Multi-Input combinational cell        154        1242                   53.88
Inverter                               10       37.54                   1.628
-- worst paths after layout --
kind,to,depth (start not counted)
max,instruction[27],7
min,instruction[18],7
-- what timing repair did --
| action | CTS | global route |
|---|---|---|
| endpoints found under the setup margin | 28 | 17 |
| resized | 30 | 13 |
| pin swaps | 8 | 5 |
| setup buffers | 2 | 2 |
| endpoints found under the hold margin | 0 | 0 |
| cloned | 2 | 0 |
-- critical path, cell delays in order --
cell	delay, ns
sky130_fd_sc_hd__dlygate4sd2_1	0.28
sky130_fd_sc_hd__bufbuf_16	0.29
sky130_fd_sc_hd__buf_4	0.15
sky130_fd_sc_hd__or2_4	0.26
sky130_fd_sc_hd__o31ai_2	0.27
sky130_fd_sc_hd__o21bai_1	0.15
sky130_fd_sc_hd__clkdlybuf4s50_1	0.49
-- through the flow --
step / setup TNS, ns / cell area, um^2 / power [uW] / setup slack (ns) / hold WS [ns]
6_report: 0 / 2306 / 359.6 / 0.08818 / 2.007
3_3_place_gp: -8.964 / 2092 / 324.5 / -0.4797 / 2.501
4_1_cts: 0 / 2255 / 352.1 / 0.0007330 / 2.235
2_1_floorplan: 0 / 1240 / 151.1 / 0.04710 / 1.364
5_1_grt: -0.04699 / 2306 / 394.9 / -0.02220 / 2.068
3_5_place_dp: -8.998 / 2092 / 325.4 / -0.4759 / 2.506
-- routing by layer --
| metal | wire length [um] | part of all wire [%] | track usage, % |
|---|---|---|---|
| met1 | 2293 | 48 | 13.46 |
| met2 | 2199 | 46 | 14.83 |
| met3 | 295 | 6.1 | 1.527 |
| met4 | 10 | 0.21 | 0.3261 |
| met5 | 0 | 0 | 0 |
-- report_power, final --
part	internal, uW	leakage, uW	switching [uW]
Sequential	0	0	0
Combinational	204	0.00103	155
Clock	0	0	0
Total	204	0.00103	155
-- logic make-up after synthesis --
family	Yosys count	share of synthesized area, %
buffers and inverters	28	12.42
other	1	0.3052
and+or+nand+nor	62	25.77
xor gates and xnor gates	16	13.24
adders and majority gates	9	9.165
muxes	8	6.619
AOI/OAI and AO/OA	54	32.49
Power figures rest on the tool's default switching activity, not on a simulated workload.
