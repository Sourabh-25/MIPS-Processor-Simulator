<file path="./design.v">
module IDtoExe(clk,
               regWriteD,
               memToRegD,
               memWriteD,
               ALUControlD,
               ALUSrcD,
               regDstD,
               data1,
               data2,
               data11,
               data22,
               regWriteE,
               memToRegE,
               memWriteE,
               ALUControlE,
               ALUSrcE,
               regDstE,
               RsD,
               RtD,
               RdD,
               signImmD,
               RsE,
               RtE,
               RdE,
               signImmE,
               ALUOp,
               ALUOpE,
               hazardDetected);
    input  regWriteD,memToRegD,memWriteD,ALUSrcD,regDstD,clk,hazardDetected;
    input [3:0] ALUControlD;
    input [1:0] ALUOp;
    input [4:0] RsD,RtD,RdD;
    input [31:0]signImmD,data1,data2;
    output reg regWriteE,memToRegE,memWriteE,ALUSrcE,regDstE;
    output reg [1:0] ALUOpE;
    output reg[3:0] ALUControlE;
    output reg [4:0] RsE,RtE,RdE;
    output reg [31:0]signImmE,data11,data22;
    always@(negedge clk) begin
        if(hazardDetected)begin
            regWriteE   <= 1'b0;
        memToRegE   <= 1'b0;
        memWriteE   <= 1'b0;
        ALUControlE <= 4'b0000;
        ALUSrcE     <= 1'b0;
        regDstE     <= 1'b0;
        RsE         <= 5'b00000;
        RtE         <= 5'b00000;
        RdE         <= 5'b00000;
        data11      <= 32'b0000000000000000000000000000000;
        data22      <= 32'b0000000000000000000000000000000;
        signImmE <= 32'b0000000000000000000000000000000;
        ALUOpE   <= 2'b00;
        end
        else begin
        regWriteE   <= regWriteD;
        memToRegE   <= memToRegD;
        memWriteE   <= memWriteD;
        ALUControlE <= ALUControlD;
        ALUSrcE     <= ALUSrcD;
        regDstE     <= regDstD;
        RsE         <= RsD;
        RtE         <= RtD;
        RdE         <= RdD;
        data11      <= data1;
        data22      <= data2;
        signImmE <= signImmD;
        ALUOpE   <= ALUOp;
    end
    end
endmodule
</file>
<file path="./run.sh">
#!/bin/bash
# OpenROAD 26Q1-2900-gdf79404cd8, Yosys 0.63+post, stock flow scripts
make -C /OpenROAD-flow-scripts/flow DESIGN_CONFIG=/design/flow/config.mk WORK_HOME=/design/flow/orfs finish
</file>
<file path="./config.mk">
export PLATFORM = sky130hd
export DESIGN_NAME = IDtoExe
export DESIGN_NICKNAME = IDtoExe
export VERILOG_FILES = /design/flow/design.v
export SDC_FILE = /design/flow/constraint.sdc
export NUM_CORES = 4
export LEC_CHECK = 1
export CORE_AREA = 10 10 159 159
export DIE_AREA = 0 0 169 169
</file>
<file path="./constraint.sdc">
current_design IDtoExe

set clk_period 1.0
set clk_io_pct 0.2

create_clock -name clk0 -period $clk_period [get_ports {clk}]

set non_clock_inputs [all_inputs -no_clocks]
set_input_delay [expr $clk_period * $clk_io_pct] -clock clk0 $non_clock_inputs
set_output_delay [expr $clk_period * $clk_io_pct] -clock clk0 [all_outputs]
</file>
==> Changelog: implementation <==
### Metrics

* Die X at 169 um
* Fill count at 2305
* Synthesized instance count at 258
* Cells in synth_stat.txt at 258
* Initial antenna violation count at 0
* TritonRoute pass-1 iters at 4
* Startpoint types: flip-flop
* Top-area cell share at 74.1%
* Area leader, netlist: dfxtp_1
* Placed Area at 6090 um^2
* Pint at 0.00985 W
* Max Cap Viol at 0
* Dpl ws at -526 ps
* Main flop type: dfxtp_1
* Max-slew violation count at 0
* Status: complete, but fails checks
* Port bufs at 245
* Final WL at 12500 um
* Violated checks: setup timing
* Core Region at 21800 um^2
* Total CTS buffers at 17
* 1st-iter DRT viols at 99
* Synth flops at 122
* Pwr Total at 0.0134 W
* CP Data Required Time at 800 ps
* Top cells by area: dfxtp_1 (74%), nor2b_1 (23%), buf_4 (2.0%)
* Top delay family on crit path: flip-flops
* Root buffer cell: clkbuf_16
* CP Class: flip-flop to output pin
* Via density at 3.28
* H-Tree Depth at 4
* Final setup margin at -551 ps
* CP endpoint kind: output pin
* Final Instance Area at 6470 um^2
* Worst EP arrival at 1350 ps
* Vias in the first global route at 3482
* WL/cell at 13.5 um
* Clock tree buffer depth at 2
* Sw Ratio at 26.4%
* Final hold slack at 697 ps
* Worst Path Buf+Inv at 1
* Crit-path slowest cell: dfxtp_2
* Comb pwr share at 7.4%
* Seq share, synth at 74.1%
* Resize count post-CTS at 412
* First-pass GRT wire length at 18600 um
* Pwr Density at 2070 nW/um^2
* Post-DP HPWL at 9720 um
* Slew HR at 86.9%
* Actual slew at the worst max-slew pin at 197 ps
* Core Density at Floorplan at 15.1%
* I/O pin cnt at 246
* # DRC at 0
* Post-synth top cells: dfxtp_1 (122), nor2b_1 (122), buf_4 (9)
* Cell Type Count at 5
* Largest net degree at the start of global routing at 42
* Sequential Power Share at 39.1%
* Clock Pin Slew Worst Setup and Hold Paths at 30 ps
* CP Cell Sequence: buf_2
* Antenna viol nets, final at 0
* Synth async-reset ratio at 0%
* Worst hold path type: primary input to flip-flop
* Crit-path max FO at 1
* Clock share of power at 53.5%
* Chip Area, Yosys at 3300 um^2
* Lkg Pwr at 3.31 nW
* RSZ-0062 raised after global routing: true
* Net Switching at 0.00353 W
* Grt ovf at 0
* CP max stage delay at 310 ps
* FP Rows at 54
* Mapped cell area at 3300 um^2
* Syn avg cell area at 12.8 um^2
* GR Util All Layers at 8.40%
* ANT cells at 0
* Area growth from synthesis to layout at 96.4%
* Die Span Y at 169 um
* Total number of vias at 3035
* Placer Congestion at 0.785
* CTS Sinks at 122
* Worst vdd ir at 0.896 mV
* Layout cell share with drive strength beyond 1 at 25.7%
* Post-CTS setup repair buffer count at 0
* YS warnings at 1
* Final setup vio count at 122
* CTS tree: built
* Tool warning count at 150
* Final hold vios at 0
* Total Die Area at 28600 um^2
* Number of enable flip-flop cells at 0
* CTS Hold Bufs at 0
path summary, 6_finish.rpt:
path,from,endpoint,slack (ps),cells past startpoint
setup / recovery,signImmE[6]$_SDFF_NP0_,signImmE[6],-550,1
hold / removal,hazardDetected,data11[7]$_SDFF_NP0_,700,3
cell type report:
| class | instances | area [um^2] | area share (%) |
|---|---|---|---|
| clock buffers | 17 | 425 | 6.57 |
| clock inverters | 133 | 534 | 8.25 |
| multi-input cells | 122 | 763 | 11.8 |
| flip-flops and latches | 122 | 2460 | 38.0 |
| well taps | 280 | 350 | 5.41 |
| repair buffers | 252 | 1940 | 30.0 |
metrics by stage:
step,util (%),std cells,setup TNS [ps]
finish,29.7,926,-63800
global route,29.7,926,-70000
CTS,29.5,926,-67300
detailed placement,27.9,777,-99280
global placement,27.9,777,-98550
floorplan,-,258,-7400
sequential cells by signal, indices dropped and copies added (netlist names), 2 cells and up:
name	cells
ALUControlE	4
ALUOpE	2
RdE	5
RsE	5
RtE	5
data11	32
data22	32
signImmE	32
power by group through the flow:
stage     Combinational (W)  Clock [W]  Sequential (W)
4_1_cts             0.00102    0.00764         0.00523
6_report           0.000991    0.00715         0.00523
5_1_grt             0.00110    0.00824         0.00524
cells in the final DEF (no fill, tap or decap):
cell type          n
buf_12             2
buf_2            118
buf_4              6
buf_6              4
bufinv_16          1
clkbuf_16         17
clkdlybuf4s50_1  122
clkinvlp_2         3
dfxtp_1          109
dfxtp_2           13
inv_1            127
inv_4              2
nor2b_1          122
metal layers:
layer  vias up  global-route usage [%]  wire length (um)
met5         -                       0                 0
met4         0                    3.83               187
met3        13                    6.89              1670
met2       181                    12.5              5860
met1      1311                    8.25              4740
li1       1530                       -                 -
cell families (layout without fill, tap and decap cells):
group	after synthesis	count (layout)	share of synthesized area, %
flops	122	122	74.1
simple gates	122	122	23.1
buf+inv	14	402	2.77
Power is estimated from default activity; no workload was simulated.
